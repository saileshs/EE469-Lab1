==> design/flow/design.v <==
`timescale 1ns/10ps
module and64 (out, a, b);
	output logic [63:0] out;
	input logic [63:0] a, b;
	genvar i;
	generate
		for (i = 0; i < 64; i++) begin: eachAnd
			and #50 a (out[i], a[i], b[i]);
		end
	endgenerate
endmodule	
module or64 (out, a, b);
	output logic [63:0] out;
	input logic [63:0] a, b;
	genvar i;
	generate
		for (i = 0; i < 64; i++) begin: eachOr
			or #50 o (out[i], a[i], b[i]);
		end
	endgenerate
endmodule
module xor64 (out, a, b);
	output logic [63:0] out;
	input logic [63:0] a, b;
	genvar i;
	generate 
		for (i = 0; i < 64; i++) begin: eachXOR
			xor #50 xo (out[i], a[i], b[i]);
		end
	endgenerate
endmodule
module not64 (out, in);
	output logic [63:0] out;
	input logic [63:0] in;
	genvar i;
	generate
		for (i = 0; i < 64; i++) begin: eachNot
			not #50 n (out[i], in[i]);
		end
	endgenerate
endmodule
module nor64 (out, in);
	output logic out;
	input logic [63:0] in;
	logic [15:0] or_out16;
	logic [3:0] or_out4;
	logic or_out;
	or_multi #(.WIDTH(64)) or0 (.out(or_out16), .in);
	or_multi #(.WIDTH(16)) or1 (.out(or_out4), .in(or_out16));
	or_multi #(.WIDTH(4)) or2 (.out(or_out), .in(or_out4));
	not #50 invert (out, or_out);
endmodule
module or_multi #(parameter WIDTH=64)(out, in);
	output logic [(WIDTH / 4) - 1: 0] out;
	input logic [WIDTH - 1: 0] in;
	genvar i;
	generate
		for (i = 0; i < WIDTH; i += 4) begin: eachOr
			or #50 or0 (out[i / 4], in[i], in[i + 1], in[i + 2], in[i + 3]);
		end
	endgenerate
endmodule
module nor_testbench();
	logic [63:0] in;
	logic out;
	nor64 no (.out, .in);
	integer i;
	initial begin
		#800;
		in = 64'b0; #800;
		in = 64'b1; #800;
		in = 64'h5; #800;
		in = 64'b0; #800;
	end
endmodule
==> design/flow/run.sh <==
#!/bin/bash
# OpenROAD 26Q1-2900-gdf79404cd8, Yosys 0.63+post, stock flow scripts
make -C /OpenROAD-flow-scripts/flow DESIGN_CONFIG=/design/flow/config.mk WORK_HOME=/design/flow/orfs finish
==> design/flow/config.mk <==
export PLATFORM = sky130hd
export DESIGN_NAME = nor64
export DESIGN_NICKNAME = nor64
export VERILOG_FILES = /design/flow/design.v
export SDC_FILE = /design/flow/constraint.sdc
export NUM_CORES = 4
export LEC_CHECK = 1
export CORE_AREA = 10 10 70 70
export DIE_AREA = 0 0 80 80
==> design/flow/constraint.sdc <==
current_design nor64

set clk_period 2.2
set clk_io_pct 0.2

create_clock -name clk0 -period $clk_period

set non_clock_inputs [all_inputs -no_clocks]
set_input_delay [expr $clk_period * $clk_io_pct] -clock clk0 $non_clock_inputs
set_output_delay [expr $clk_period * $clk_io_pct] -clock clk0 [all_outputs]
==> design notes <==
The run finished with clean final reports. With the number of buffers inserted by hold repair at cts at 0, the worst hold path cell count is 5. The first global-routing pass estimated 2.70 mm of wire. The post-synthesis adder-cell area fraction was 0%; the flip-flop and latch area was 0 µm². Number of antenna violations at the first check in global routing: 0. The number of fillers in the final layout was 362; the total placed instance area was 852 µm². The tools report the last weighted congestion value of the routability-driven placer as 0.786. The run gives 0 as the number of setup violations in the final report. 0 antenna diodes ended up in the layout. For reference, XOR and XNOR gates occupy 0% of the area reported after synthesis.

Entering global routing, the biggest net connects 2 pins. The tools report the total number of placement rows as 21. The worst min-delay path class is in -> out. TritonRoute output was used to compute an average wire per cell of 14.5 µm. The tools report the effective utilization at floorplan as 4.21%. During I/O placement, the number of pins put on the boundary was 65. The worst hold path begins at in[4].

The run gives 80 µm for the horizontal extent of the die. After Yosys synthesis, and, or, nand and nor cells account for 100% of the synthesized area. The synthesized netlist contains 3 unique library cells. The sum of negative setup slack is 0 ps, and the number of buffers added on ports is 65. Subtracting the final worst setup slack from the clock period gives 2120 ps.

The initial DRC count came out at 1. The via count of the first global-routing pass is 571, and the half-perimeter wire length of the detailed placement result is 1.70 mm. Dominant non-sequential cell family after synthesis: simple AND/OR/NAND/NOR gates. The iteration tally of the first detailed-router pass came out at 2. Global routing consumed, over all layers together, 5.17% of the routing resources. Across the run, the number of max-cap violations was 0. The run gives 0% as the sequential-to-total area share from yosys stat. The worst setup path is captured at an output port.

With the post-route clock period utilization at 96.3%, the leftover overflow at the end of global routing is 0. The overall chip area is 6400 µm². The power density relative to cell area works out to 127 nW/µm². STA puts the critical path data required time at 1760 ps.

There are 0 flip-flops and latches. By startpoint and endpoint, the worst setup path is classified as in -> out. In the final layout, the clock buffer count is 0. Counting the warning lines in the Yosys log gives 0. Per the detail_route report, the via count comes to 477. The placed instance count was 132; the layout overhead on the synthesized area was 583%. Across the VDD grid, the largest voltage drop is 0.0319 mV. Per the OpenROAD floorplan log, the height of the die is 80 µm.

Per the repair_timing log after CTS, setup buffers inserted total 0. The number of instances in the synthesized netlist was 21; the detailed-route wire length was 1.91 mm. The average instance area after synthesis works out to 6.85 µm².

The slew check shows that the tightest pin keeps a relative margin of 83.4%. The number of OpenROAD warnings was 32; the count of endpoints failing hold in the final timing report was 0. Per the OpenROAD floorplan log, the area of the core is 3420 µm².

The run gives 472 MHz for the peak clock frequency supported by timing. The number of cells in the finished layout apart from fillers was 132; the largest fanout on the critical path was 1. After detailed routing, the number of remaining DRC violations is 0. The number of max-slew violations in the final report was 0. Summing every instance area after synthesis gives 144 µm².

The stat command in Yosys gives a chip area of 144 µm². The finished cells cover 983 µm². Dividing the detail-routed via count by the number of cells gives 3.61.

The count of nets left with antenna violations once routing finished came out at 0. Per the OpenROAD power report, leakage power amounts to 0.000484 µW. Cells with a size suffix above 1 make up 18.6% of the layout.

The synthesized netlist was found by Yosys to have 21 cells. The startpoint type of the worst setup path was an input port. The path with the worst hold slack has its endpoint at out.

The data arrival time of the critical path came out at 1680 ps. Measured against the total synthesized area, the mux share comes to 0%. The transition time at the pin with the least slew margin works out to 247 ps. Per the synthesis report, the AND-OR/OR-AND share of the synthesized area is 0%.
[worst max-delay path, cell delays in order]
cell                              delay, ps
sky130_fd_sc_hd__clkdlybuf4s50_1        420
sky130_fd_sc_hd__nor4_2                 240
sky130_fd_sc_hd__nand4_1                160
sky130_fd_sc_hd__nor4_2                 280
sky130_fd_sc_hd__buf_2                  140
[synthesized netlist by cell type, drive strengths merged]
cell / count / share of area (%)
nor4: 17 / 83
nand4: 4 / 17
[layout make-up]
type                       count  area, µm²  area share (%)
timing repair buffer          65        701            71.2
multi-input combinational     21        225            22.9
tap                           46       57.6            5.85
[cells by family after synthesis]
group | after synthesis
simple gates | 21
[through the flow]
step           hold WS, ps  util [%]  setup slack [ps]  total power (µW)
3_5_place_dp          1930      24.9              -433               121
6_report              1270      28.8              82.2               125
3_3_place_gp          1940      24.9              -427               119
5_1_grt               1310      28.8             -27.0               133
2_1_floorplan          999         -               729              5.56
4_1_cts               1410      25.1              1.40               122
[where the power goes]
| part | internal [µW] | total (µW) | switching (µW) |
|---|---|---|---|
| Sequential | 0 | 0 | 0 |
| Combinational | 97.6 | 125 | 27.6 |
| Clock | 0 | 0 | 0 |
| Total | 97.6 | 125 | 27.6 |
[timing repair]
item / 4_1_cts / 5_1_grt
endpoints found under the setup margin: 1 / 1
gates resized: 7 / 34
pin swaps: 5 / 17
gates cloned: 0 / 0
[worst max-delay path by stage]
stage	slack, ps	cells past startpoint	to	from
4_1_cts	1	5	out	in[21]
5_1_grt	-30	5	out	in[16]
6_report	80	5	out	in[16]
[cell usage in the layout (no fill, tap or decap)]
master	n
sky130_fd_sc_hd__buf_2	1
sky130_fd_sc_hd__nand4_1	4
sky130_fd_sc_hd__clkdlybuf4s50_1	39
sky130_fd_sc_hd__nor4_2	15
sky130_fd_sc_hd__dlymetal6s2s_1	23
sky130_fd_sc_hd__dlygate4sd2_1	2
sky130_fd_sc_hd__nor4_1	2
[per-layer routing]
layer	vias up	global-route usage, %	part of all wire [%]
li1	235	-	-
met2	37	8.43	47
met4	0	0	0
met1	205	6.39	41
met5	-	0	0
met3	0	2.50	12
Power and IR drop assume default switching activity.
