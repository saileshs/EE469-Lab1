==> ./design.v <==
`timescale 1ns/10ps
module SE (out, in);
	output logic [63:0] out;
	input logic [31:0] in;
	logic [63:0] whichInstr [1:0];
	parameter CBZ = 11'b10110100xxx, B = 11'b000101xxxxx, BL = 11'b100101xxxxx, BLT = 11'b01010100xxx, LDUR = 11'b11111000010, STUR = 11'b11111000000;
	always_comb begin
		casex (in[31:21])
			CBZ: 	out = {{45{in[23]}}, in[23:5]};
			BLT:	out = {{45{in[23]}}, in[23:5]};
			B: 	out = {{38{in[25]}}, in[25:0]};
			BL: 	out = {{38{in[25]}}, in[25:0]};
			LDUR: out = {{55{in[20]}}, in[20:12]};
			STUR: out = {{55{in[20]}}, in[20:12]};
			default : out = 64'bx;
		endcase
	end	
endmodule
module SE_testbench();
	logic [63:0] out;
	logic [31:0] in;
	SE dut (out, in);
	initial begin
		in = 32'b10110100111111111100111100111111;
		#200;
		in = 32'b00010100000000000000000000000000;
		#200;
		in = 32'b10010111111111111111111111111111;
		#200;
		in = 32'b10110100111111111100111100111111;
		#200;
		in = 32'b11111000010101010101001000011100;
		#200;
		in = 32'b11111000000101010101001000011100;
		#200;
	end
endmodule
==> ./run.sh <==
#!/bin/bash
# OpenROAD 26Q1-2900-gdf79404cd8, Yosys 0.63+post, stock flow scripts
make -C /OpenROAD-flow-scripts/flow DESIGN_CONFIG=/design/flow/config.mk WORK_HOME=/design/flow/orfs finish
==> ./config.mk <==
export PLATFORM = sky130hd
export DESIGN_NAME = SE
export DESIGN_NICKNAME = SE
export VERILOG_FILES = /design/flow/design.v
export SDC_FILE = /design/flow/constraint.sdc
export NUM_CORES = 4
export LEC_CHECK = 1
export CORE_AREA = 10 10 74 74
export DIE_AREA = 0 0 84 84
==> ./constraint.sdc <==
current_design SE

set clk_period 6.8
set clk_io_pct 0.2

create_clock -name clk0 -period $clk_period

set non_clock_inputs [all_inputs -no_clocks]
set_input_delay [expr $clk_period * $clk_io_pct] -clock clk0 $non_clock_inputs
set_output_delay [expr $clk_period * $clk_io_pct] -clock clk0 [all_outputs]
==> GITHUB_STEP_SUMMARY <==
## Implementation flow summary

| Metric | Value |
|---|---|
| Status | `completed` |
| Top-count cell post-synth | `buf_4` |
| Chip area | `7060 um^2` |
| OpenROAD warnings | `32` |
| Cells after Synth | `138` |
| Synth cell count leaders | `buf_4, nand3_1, o211ai_1` |
| Yosys aoi share | `0.244` |
| Syn Std Cell Area | `908 um^2` |
| CP endpoint kind | `output port` |
| Place WS | `1.18 ns` |
| Ant. Diodes | `0` |
| GPL Wtd Cong | `0.848` |
| FF+latch area | `0 um^2` |
| Worst Hold Launch | `in[1]` |
| Fmax | `177 MHz` |
| Yosys Chip Area | `908 um^2` |
| All-layer global routing usage | `0.101` |
| VDD IR max | `0.0253 mV` |
| RSZ-0062 raised after global routing | `false` |
| Crit Path Category | `input port to output port` |
| Register area share after synthesis | `0` |
| Critical path origin | `in[26]` |
| First-pass DRT Iterations | `4` |
| GRT overflow | `0` |
| First-pass GRT wire length | `6.26 mm` |
| Hold buffers post-CTS | `0` |
| Hold/Removal Path Class | `input port to output port` |
| Setup Viol. Count Final | `0` |
| Worst setup slack after layout | `1.16 ns` |
| Period minus WS final | `5.64 ns` |
| Drt wl/cell | `16.0 um` |
| Worst slew margin | `0.415` |
| Comb area leader | `buffers and inverters` |
| Drt via density | `5.09` |
| # Cells Yosys | `138` |
| Simple-Gate Fraction of Synth Area | `0.332` |
| Top cells, area | `buf_4, nand3_1, o211ai_1, nand4_1, o21ai_1` |
| Pwr dens | `55.0 nW/um^2` |
| HPWL Detailed | `3.08 mm` |
| FF+latch count | `0` |
| Layout cells sized above 1 | `0.0591` |
| Post-DP Area | `1610 um^2` |
| Syn avg cell area | `6.58 um^2` |
| Die height | `84 um` |
| Lkg Pwr | `0.534 nW` |
| Final Cell Area | `1610 um^2` |
| Post-CTS Setup Bufs | `0` |
| Worst Path Arrival | `4.28 ns` |
| Rows | `23` |
| # DRC | `0` |
| Synth top area share | `0.339` |
| Cell taking the most area after synthesis | `buf_4` |
| Period utilization | `0.829` |
| WL final | `3.77 mm` |
| Yosys Warn Count | `1` |
| Netlist cell types | `22` |
| Req. time, crit path | `5.44 ns` |
| MaxCap Viol Count | `0` |
| Hold slack | `3.70 ns` |
| Mux share of post-synthesis cell area | `0.0124` |
| Fp util | `0.229` |
| Initial antenna violation count | `0` |
| XOR Share, Synth | `0` |
| Setup TNS | `0 ns` |
| Synth-to-Final Area Change | `76.9%` |
| DRT iter0 DRCs | `64` |
| Slew Viols, Final | `0` |
| Post_cts resized | `0` |
| FA/HA/MAJ Cells, Area Fraction | `0` |
| Worst Setup Start Kind | `input port` |
| Clock buf count | `0` |
| Largest net degree at the start of global routing | `40` |
| Final Hold Violation Tally | `0` |
| Crit-path max FO | `39` |
| PortBufs | `96` |
| Core Box Area | `3970 um^2` |
| DIE WIDTH | `84 um` |
| Vias in the first global route | `1201` |
| I/O pin count | `96` |
| Via Count | `1202` |
| Post-route antenna net violation count | `0` |
| Slew @ Worst Pin | `0.875 ns` |
| Tot Pwr | `0.0884 mW` |
==> worst paths after layout <==
| check | endpoint | slack [ns] | depth (start not counted) |
|---|---|---|---|
| worst max-delay path | out[38] | 1.16 | 7 |
| worst min-delay path | out[1] | 3.70 | 4 |
==> placed cells by master (no fill, tap or decap), types with 4 or more instances in the layout <==
cell,count
buf_4,4
clkdlybuf4s50_1,96
nand3_1,32
nand4_1,9
o211ai_1,16
o21ai_0,7
o21ai_1,10
==> worst max-delay path, cell delays in order <==
cell             delay (ns)
clkdlybuf4s50_1        0.87
nor4b_2                0.41
buf_4                  0.23
nand4_2                0.37
nand3_1                0.18
buf_4                  0.31
clkdlybuf4s50_1        0.53
==> routing by layer <==
layer | global-route usage | routed length [um] | up-vias
met2 | 0.151 | 1440 | 111
met4 | 0.00152 | 0 | 0
met5 | 0 | 0 | -
met1 | 0.124 | 1520 | 521
met3 | 0.0699 | 808 | 0
li1 | - | - | 570
==> report_power, final <==
group,total (mW),internal [mW],switching [mW]
registers,0,0,0
clock network,0,0,0
logic,0.0884,0.0615,0.0269
total,0.0884,0.0615,0.0269
==> stage by stage <==
| step | util | std cells |
|---|---|---|
| after floorplan | - | 138 |
| after global routing | 0.405 | 236 |
| final | 0.405 | 236 |
| after CTS | 0.405 | 236 |
| after detailed placement | 0.405 | 236 |
| after global placement | 0.405 | 236 |
==> layout make-up <==
cell class                 count  area (um^2)
fill                         392         2360
timing repair buffer         100          991
multi-input combinational     85          549
tap                           50         62.6
inverter                       1         3.75
==> cells by family after synthesis <==
kind of cell / after synthesis
AND/OR/NAND/NOR: 50
AND-OR/OR-AND: 34
multiplexers: 1
buffers and inverters: 53
No activity file was given, so power comes from the tool's default toggle rates.
